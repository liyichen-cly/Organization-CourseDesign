==> design/flow/design.v <==
module ctrl(op, func, rt, Branch_beq, Branch_bne, Jump, RegDst, ALUSrc, ALUctr, MemtoReg, RegWr, MemWr, ExtOp, MemRead, Bgez, Bgtz, Blez, Bltz, Jalr, B, LB, Jal, mflo, mfhi, mtlo, mthi, mult);
	input [5:0] op, func;
	input [4:0] rt;
	output reg Branch_beq, Branch_bne, Jump, RegDst, ALUSrc, MemtoReg, RegWr, MemWr, ExtOp, MemRead,Bgez, Bgtz, Blez, Bltz, Jalr, B, LB, Jal, mflo, mfhi, mtlo, mthi, mult;
	output reg [4:0] ALUctr;
	initial
	begin
		mflo = 0 ;
		mfhi = 0 ;
		mtlo = 0 ;
		mthi = 0 ;
		 Branch_beq = 0;
		 Branch_bne = 0;
		 Jump = 0;
		 RegDst = 0;
		 ALUSrc = 0;
		 ALUctr = 5'b00000;
		 MemtoReg = 0;
		 RegWr = 0;
		 MemWr = 0;
		 ExtOp = 0;
		 MemRead = 0;
		 Bgez = 0;
		 Bgtz = 0;
		 Blez = 0;
		 Bltz = 0;
		 Jalr = 0;
		 B = 0;
		 LB = 0;
		Jal = 0;
	end
   always@ (op or func)
	begin 
		B = (op==6'b100000) || (op==6'b100100) || (op==6'b101000);          
		LB = (op==6'b100000);
		Branch_beq = (op==6'b000100);  
		Branch_bne = (op==6'b000101);  
		MemRead = (op==6'b100011) || (op==6'b100000) ||(op==6'b1001000);     
 		Bgez = (op==6'b000001 && rt==5'b00001);
		Bgtz = (op==6'b000111);
		Blez = (op==6'b000110);
		Bltz = (op==6'b000001 && rt==5'b00000);
		Jump = (op==6'b000010);
		RegDst = (op ==6'b000000);
		Jalr = (op==6'b000000 && (func==6'b001001||func==6'b001000));   
		Jal = (op==6'b000011);
		mflo = (op==6'b000000) && (func==6'b010010);
		mfhi = (op==6'b000000) && (func==6'b010000);
		mtlo = (op==6'b000000) && (func==6'b010011);
		mthi = (op==6'b000000) && (func==6'b010001);
		mult = (op==6'b000000  && func==6'b011000 );
		ALUSrc = (op==6'b001001)  
				||(op==6'b100011)  
				||(op==6'b101011)  
				||(op==6'b001111)  
				||(op==6'b001010)  
				||(op==6'b001011)  
				||(op==6'b100000)  
				||(op==6'b100100)  
				||(op==6'b101000)  
				||(op==6'b001100)  
				||(op==6'b001101)  
				||(op==6'b001000)  
				||(op==6'b001110);  
		MemtoReg    = (op==6'b100011)  
						||(op==6'b100000)  
						||(op==6'b100100);  
		RegWr = (op==6'b000000 && func!=6'b001000)  
				||(op==6'b100011)  
				||(op==6'b001111)  
				||(op==6'b001010)  
				||(op==6'b001011)  
				||(op==6'b100000)  
				||(op==6'b100100)  
				||(op==6'b001100)  
				||(op==6'b001001)  
				||(op==6'b001000)  
				||(op==6'b001101)  
				||(op==6'b001110)  
				||(op==6'b000011);  
		MemWr = (op==6'b101011)  
				||(op==6'b101000); 
		ExtOp = (op==6'b001001)     
				||(op==6'b100011)  
				||(op==6'b101011)  
				||(op==6'b001111)  
				||(op==6'b001010)  
				||(op==6'b001011)  
				||(op==6'b000001)  
				||(op==6'b000111)  
				||(op==6'b000110)  
				||(op==6'b100000)  
				||(op==6'b001000)  
				||(op==6'b100100)  
				||(op==6'b101000);  
		ALUctr = (op==6'b000000 && func==6'b100001 )?5'b00000:  
				  (op==6'b000000 && func==6'b100011 )?5'b00001:  
				  (op==6'b000000 && func==6'b101010 )?5'b00010:  
				  (op==6'b000000 && func==6'b100100 )?5'b00011:  
				  (op==6'b000000 && func==6'b100111 )?5'b00100:  
				  (op==6'b000000 && func==6'b100101 )?5'b00101:  
				  (op==6'b000000 && func==6'b100110 )?5'b00110:  
				  (op==6'b000000 && func==6'b000000 )?5'b00111:  
				  (op==6'b000000 && func==6'b000010 )?5'b01000:  
				  (op==6'b001001)?5'b00000:  
				  (op==6'b001000)?5'b00000:  
				  (op==6'b000100)?5'b00001:  
				  (op==6'b000101)?5'b00001:  
				  (op==6'b100011)?5'b00000:  
				  (op==6'b101011)?5'b00000:  
				  (op==6'b001111)?5'b01001:  
				  (op==6'b000100)?5'b00001:  
				  (op==6'b000000 && func==6'b101011 )?5'b01010:  
				  (op==6'b000000 && func==6'b001001 )?5'b01111:  
				  (op==6'b000000 && func==6'b010010 )?5'b10000:  
				  (op==6'b000000 && func==6'b010000 )?5'b10000:  
				  (op==6'b000000 && func==6'b010011 )?5'b10000:  
				  (op==6'b000000 && func==6'b010001 )?5'b10000:  
				  (op==6'b000000 && func==6'b000100 )?5'b01011:  
				  (op==6'b000000 && func==6'b000011 )?5'b01100:  
				  (op==6'b000000 && func==6'b000111 )?5'b01101:  
				  (op==6'b000000 && func==6'b000110 )?5'b01110:  
				  (op==6'b001010)?5'b00010:  
				  (op==6'b001011)?5'b01010:  
				  (op==6'b100000)?5'b00000:  
				  (op==6'b100100)?5'b00000:  
				  (op==6'b101000)?5'b00000:  
				  (op==6'b001100)?5'b00011:  
				  (op==6'b001101)?5'b00101:  
				  (op==6'b001110)?5'b00110:  
				  (op==6'b000011)?5'b01111: 5'b00000; 
	end
endmodule
module decode(
		input clk,
		input[31:0] inst,
		input[31:0] busW,
		input[4:0] rw,
		input[4:0] rf_addr,
		input RegWr_in,
		input mtlo_in,
		input mthi_in,
		input mult_in,
		input[63:0] mult_result,
		output[15:0] imm16,
		output[31:0] busA,
		output[31:0] busB,
		output[4:0] rs,
		output[4:0] rt,
		output[4:0] rd,
		output[4:0] shf,
		output[25:0] target,
		output Branch_beq,
		output Branch_bne,
		output Jump,
		output RegDst,
		output ALUSrc,
		output MemtoReg,
		output RegWr,
		output MemWr,
		output ExtOp,
		output[4:0] ALUCtr,
		output MemRead,
		output Bgez,
		output Bgtz,
		output Blez,
		output Bltz,
		output Jalr,
		output B,
		output LB,
		output Jal,
		output mflo,
		output mfhi,
		output mtlo,
		output mthi,
		output mult,
		output[31:0] hi,
		output[31:0] lo,
		output[31:0] rf_data 
    );
	 wire[5:0] op;
	 wire[5:0] func;
	 assign op = inst[31:26];
	 assign rs = inst[25:21];
	 assign rt = inst[20:16];
	 assign rd = inst[15:11];
	 assign shf = inst[10:6]; 
	 assign func = inst[5:0];
	 assign imm16 = inst[15:0];
	 assign target = inst[25:0];
	 regfile rf(rs,rt,rw,rf_addr,busW,clk,busA,busB,hi,lo, rf_data, RegWr_in, mflo, mfhi, mtlo_in, mthi_in, mult_in, mult_result);
	 ctrl ctrl(op, func, rt, Branch_beq, Branch_bne, Jump, RegDst, ALUSrc, ALUCtr, MemtoReg, RegWr, MemWr, ExtOp, MemRead, Bgez, Bgtz, Blez, Bltz, Jalr,B,LB, Jal, mflo, mfhi, mtlo, mthi, mult);
endmodule
module regfile(Rs,Rt,Rw, test_addr, busW,clk,busA,busB, hi_out, lo_out, test_data, RegWr, mflo, mfhi, mtlo, mthi, mult, mult_result);
	input clk,RegWr, mflo, mfhi, mtlo, mthi, mult;
 	input[4:0] Rs,Rt,Rw, test_addr;
 	input[31:0] busW;
	input[63:0] mult_result;
 	output[31:0] busA,busB, hi_out, lo_out;
	output reg [31:0]test_data;
 	reg [31:0] regs[31:0];
	reg[31:0] hi,lo;
 	initial
 	begin
		regs[0] = 0;
	end
	assign busA = mflo?hi:mfhi?lo:regs[Rs];
	assign busB = regs[Rt];
	assign hi_out = hi;
	assign lo_out = lo;
	always @(*)
		begin
	        case (test_addr)
            5'd1 : test_data <= regs[1 ];
            5'd2 : test_data <= regs[2 ];
            5'd3 : test_data <= regs[3 ];
            5'd4 : test_data <= regs[4 ];
            5'd5 : test_data <= regs[5 ];
            5'd6 : test_data <= regs[6 ];
            5'd7 : test_data <= regs[7 ];
            5'd8 : test_data <= regs[8 ];
            5'd9 : test_data <= regs[9 ];
            5'd10: test_data <= regs[10];
            5'd11: test_data <= regs[11];
            5'd12: test_data <= regs[12];
            5'd13: test_data <= regs[13];
            5'd14: test_data <= regs[14];
            5'd15: test_data <= regs[15];
            5'd16: test_data <= regs[16];
            5'd17: test_data <= regs[17];
            5'd18: test_data <= regs[18];
            5'd19: test_data <= regs[19];
            5'd20: test_data <= regs[20];
            5'd21: test_data <= regs[21];
            5'd22: test_data <= regs[22];
            5'd23: test_data <= regs[23];
            5'd24: test_data <= regs[24];
            5'd25: test_data <= regs[25];
            5'd26: test_data <= regs[26];
            5'd27: test_data <= regs[27];
            5'd28: test_data <= regs[28];
            5'd29: test_data <= regs[29];
            5'd30: test_data <= regs[30];
            5'd31: test_data <= regs[31];
            default : test_data <= 32'd0;
        endcase
   end
	always@ (negedge clk)
	begin
		if(mtlo) lo = busW;
		else if(mthi) hi = busW;
		else if(RegWr) regs[Rw] = busW;
		if(mult) begin hi = mult_result[63:32]; lo = mult_result[31:0];end
	end
endmodule
==> design/flow/run.sh <==
#!/bin/bash
# OpenROAD 26Q1-2900-gdf79404cd8, Yosys 0.63+post, stock flow scripts
make -C /OpenROAD-flow-scripts/flow DESIGN_CONFIG=/design/flow/config.mk WORK_HOME=/design/flow/orfs finish
==> design/flow/config.mk <==
export PLATFORM = sky130hd
export DESIGN_NAME = decode
export DESIGN_NICKNAME = decode
export VERILOG_FILES = /design/flow/design.v
export SDC_FILE = /design/flow/constraint.sdc
export NUM_CORES = 4
export LEC_CHECK = 1
export CORE_UTILIZATION = 40
==> design/flow/constraint.sdc <==
current_design decode

set clk_period 17.1
set clk_io_pct 0.2

create_clock -name clk0 -period $clk_period [get_ports {clk}]

set non_clock_inputs [all_inputs -no_clocks]
set_input_delay [expr $clk_period * $clk_io_pct] -clock clk0 $non_clock_inputs
set_output_delay [expr $clk_period * $clk_io_pct] -clock clk0 [all_outputs]
==> flow_summary.yaml <==
# flow metrics
status:
  status: "completed"
floorplan:
  core_util_floorplan: 0.405
  core.rowCount: 138
  ios: 393
  fp.dieH_um: 381
  chip_area_mm2: 0.146
  floorplan.core_area_mm2: 0.142
  die-width_um: 381
cts:
  hold_buffers: 0
  cts_sinks: 1088
  clock_buffer_depth: 3
  cts-buffers-inserted: 120
  clock_tree.root_cell: "sky130_fd_sc_hd__clkbuf_16"
  tritoncts_clock_tree: "done"
  postCtsSetupRepairBufs: 0
  worst_setup_hold_path_clk_slew_ns: 0.04
  post_cts_resize_count: 0
  cts-htree-levels: 3
logic_synthesis:
  synth_cell_type_count: 64
  synth-area-yosys_mm2: 0.0576
  proportion_of_synthesized_flip_flops_having_asynchronous_set_or_reset: 0
  syn_area_mm2: 0.0576
  edf_count: 1088
  synth.avg_cell_area_um2: 16.2
  yosysCellCount: 3563
  synth_warnings: 3
  most_common_flop_cell_mapped_by_yosys: "sky130_fd_sc_hd__edfxtp_1"
  post_synth_inst_count: 3563
  synth_sequential_area_ratio: 0.567
  ys_ff: 1088
placement:
  dpl-instance-area_mm2: 0.0636
  place.detailed.hpwl_um: 164000
  routabilityCongestion: 1.01
  placedCellCount: 5609
  buffer_ports.inserted: 352
power_and_ir_drop:
  power_switching_share: 0.297
  internal_power_w: 0.00529
  p_seq_frac: 0.400
  share_comb_of_total_power: 0.098
  netSwitchingPower_w: 0.00223
  power_density_relative_to_cell_area_mw_per_mm2: 105
  power_frac_clock: 0.502
  total_power_w: 0.00753
  vdd_ir_drop_max_mv: 0.0921
  power.leakage_nw: 28.3
global_route:
  grt-busiest-layer: "met2"
  global_route.usage.total: 0.408
  met3_usage: 0.393
  number_of_antenna_violations_at_the_first_check_in_global_routing: 21
  number_of_global_route_vias_before_repair: 51200
  met1_usage: 0.400
  pin_count_of_the_biggest_net_entering_global_routing: 71
  grt_pass1_wl_um: 373000
  grt_overflow: 0
  met2_usage: 0.519
cells_and_area:
  count_of_non_filler_cells_in_the_finished_layout: 6965
  logic_area_mm2: 0.0233
  num-fill-cells: 11800
  register_area_mm2: 0.0327
  most-common-layout-cells: "sky130_fd_sc_hd__inv_1, sky130_fd_sc_hd__edfxtp_1, sky130_fd_sc_hd__mux4_2"
  flow.area_growth_from_synthesis_pct: 24.9
  final_cell_area_mm2: 0.0719
  most_frequent_logic_cell_in_the_layout: "sky130_fd_sc_hd__inv_1"
  layout_cell_share_with_drive_strength_beyond_1: 0.227
timing:
  final-max-slew-violation-count: 0
  fin_tns_setup_ns: 0
  finalHoldViolations: 0
  worst_pin_slew_ns: 1.14
  timing.slew.headroom: 0.241
  grt_setup_unrepaired: "false"
  count_of_final_setup_violators: 0
routing:
  drt_drc_violations_left: 0
  first_iteration_detailed_routing_drc_count: 4442
  firstDrtPassIters: 7
  final_antenna_net_count: 0
  vias: 46700
  mean_routed_wirelength_per_cell_um: 39.0
  routed_wl_um: 272000
  vias_cell: 6.70
setup_path:
  critical_path_arrival_ns: 11.99
  crit_chain: "mux4_2 -> mux4_2 -> o22ai_1 -> nor2_1 -> clkdlybuf4s50_1"
  critical-path-slowest-cell: "sky130_fd_sc_hd__o22ai_1"
  cp-end-kind: "output port"
  timing.setup.critical_path_class: "flip-flop to output port"
  crit_top_cell: "sky130_fd_sc_hd__mux4_2"
  cpPeakStageDelay_ns: 0.69
  category_of_the_worst_setup_path_launch_point: "flip-flop"
  critical_path.max_fanout: 3
  required_ns: 13.68
min_path:
  whs_path_depth: 0
  timing.hold.worst_endpoint: "imm16[10]"
  hp-class: "input pin to output port"
  min_from: "inst[10]"
job:
  warnings: 1027
  cap_viol_max_count: 0
==> how the worst max path moves through the flow <==
stage | startpoint | to | slack [ns] | depth (start not counted)
6_report | rf.regs[27][8]$_DFFE_NP_ | busA[8] | 1.69 | 5
4_1_cts | rf.regs[27][8]$_DFFE_NP_ | busA[8] | 1.75 | 5
5_1_grt | rf.regs[13][11]$_DFFE_NP_ | busA[11] | 1.66 | 5
==> sequential cells by signal, indices dropped and copies added (netlist names) <==
register  flops
rf.hi        32
rf.lo        32
rf.regs    1024
==> stage by stage <==
step | utilization | hold WS [ns] | worst slack (ns)
global route | 0.505 | 6.84 | 1.66
finish | 0.505 | 6.84 | 1.69
global placement | 0.447 | 6.84 | 1.76
floorplan | - | 6.90 | 2.72
detailed placement | 0.447 | 6.84 | 1.74
CTS | 0.505 | 6.84 | 1.75
==> logic make-up (layout without fill, tap and decap cells) <==
kind of cell,count (synthesis),in the layout,synth area share
DFF,1088,1088,0.567
and+or+nand+nor,818,818,0.0760
muxes,679,679,0.247
AOI/OAI and AO/OA,576,576,0.0752
buffers and inverters,401,1870,0.0342
xor gates and xnor gates,1,1,0.000152
other,0,43,0
==> power by group through the flow <==
stage / Combinational (W) / Clock (W) / Sequential (W)
after global routing: 0.000762 / 0.00415 / 0.00300
final: 0.000736 / 0.00378 / 0.00301
after CTS: 0.000723 / 0.00386 / 0.00301
==> Yosys cell counts, types with 22 or more instances <==
cell	number	area, µm²
sky130_fd_sc_hd__edfxtp_1	1088	32700
sky130_fd_sc_hd__mux4_2	591	13300
sky130_fd_sc_hd__a22oi_1	353	2650
sky130_fd_sc_hd__and3_1	218	1360
sky130_fd_sc_hd__clkbuf_1	196	736
sky130_fd_sc_hd__nand2_1	185	694
sky130_fd_sc_hd__nand3_1	98	490
sky130_fd_sc_hd__nor2_1	95	357
sky130_fd_sc_hd__buf_2	88	440
sky130_fd_sc_hd__buf_4	74	556
sky130_fd_sc_hd__a2111oi_0	65	569
sky130_fd_sc_hd__nand4_1	49	307
sky130_fd_sc_hd__mux2i_1	46	460
sky130_fd_sc_hd__mux2_2	42	473
sky130_fd_sc_hd__nand2b_1	40	250
sky130_fd_sc_hd__o22ai_1	39	244
sky130_fd_sc_hd__a21oi_1	38	190
sky130_fd_sc_hd__and2_1	31	194
sky130_fd_sc_hd__or4_1	31	233
sky130_fd_sc_hd__buf_1	22	82.6
==> layer usage <==
layer,part of all wire,routed length [µm]
met1,0.28,76700
met2,0.43,116000
met3,0.21,57600
met4,0.075,20400
met5,0.0031,850
==> critical path: cells and delay by family, from the launching register on <==
family / cells / cell delay (ns)
simple gates: 1 / 0.11
mux: 2 / 1.00
buf+inv: 1 / 0.44
compound gates: 1 / 0.69
flops: 1 / 0.44
==> layout make-up <==
cell class                      count  share of cell area
Sequential cell                  1088               0.454
Multi-Input combinational cell   2074               0.324
Timing Repair Buffer              546              0.0721
Clock inverter                   1191              0.0718
Clock buffer                      123              0.0428
Tap cell                         1890              0.0329
Antenna cell                       43             0.00150
Inverter                           10            0.000522
Power is estimated from default activity; no workload was simulated.
