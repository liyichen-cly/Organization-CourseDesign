==> flow/design.v <==
module ALU(ALUctr, A, B, B_PC, shif, Result, Zero, Bgez, Bgtz, mult_in, mult_result);
	input[4:0] ALUctr;
	input[31:0] A, B, B_PC;
	input[4:0] shif;
	input mult_in;
	output[31:0] Result;
	output Zero, Bgez, Bgtz;
	output[63:0] mult_result;
    wire[4:0] shf;
    assign shf = (ALUctr==5'b01101)?A[4:0]:shif;
    wire [1:0] shf_1_0;
    wire [1:0] shf_3_2;
    assign shf_1_0 = shf[1:0];
    assign shf_3_2 = shf[3:2];
	wire [31:0] sra_step1;
	wire [31:0] sra_step2;
	wire[31:0] sra_result;
  	assign sra_step1 = {32{shf_1_0 == 2'b00}} & B 
                     | {32{shf_1_0 == 2'b01}} & {B[31], B[31:1]}          
                     | {32{shf_1_0 == 2'b10}} & {{2{B[31]}}, B[31:2]}      
                     | {32{shf_1_0 == 2'b11}} & {{3{B[31]}}, B[31:3]};     
  	assign sra_step2 = {32{shf_3_2 == 2'b00}} & sra_step1                               
                     | {32{shf_3_2 == 2'b01}} & {{4{sra_step1[31]}}, sra_step1[31:4]}  
                     | {32{shf_3_2 == 2'b10}} & {{8{sra_step1[31]}}, sra_step1[31:8]}    
                     | {32{shf_3_2 == 2'b11}} & {{12{sra_step1[31]}}, sra_step1[31:12]};
  	assign sra_result = shf[4] ? {{16{sra_step2[31]}}, sra_step2[31:16]} : sra_step2;  
	assign Result = (ALUctr==5'b00000)?A + B:
						(ALUctr==5'b00001)?A - B:
						(ALUctr==5'b00010)?(A[31]==1&&B[31]==0) || (A[31]==0&&B[31]==0&&A[30:0]<B[30:0]) || (A[31]==1&&B[31]==1&&A[30:0]>B[30:0]):
						(ALUctr==5'b00011)?A & B:
						(ALUctr==5'b00100)? ~(A | B):
						(ALUctr==5'b00101)?A | B:
						(ALUctr==5'b00110)?A ^ B:
						(ALUctr==5'b00111)?B << shif:
						(ALUctr==5'b01000)?B >> shif:
						(ALUctr==5'b01001)?{B[15:0], 16'b0 }:
						(ALUctr==5'b01010)?A < B:
						(ALUctr==5'b01011)?B << A:
						(ALUctr==5'b01100)?sra_result:
						(ALUctr==5'b01101)?sra_result:
						(ALUctr==5'b01110)?B >> A:
						(ALUctr==5'b01111)?B_PC +  4:
						(ALUctr==5'b10000)?A:0;
	assign Zero = (Result == 0);
	assign Bgez = (A[31]==0);
	assign Bgtz = (A[31]==0&&A[30:0]>0);
	multiply mul(mult, A, B, mult_result);
endmodule
module multiply(
input mult,
input [31:0] mult_op1,
input [31:0] mult_op2,
output reg [63:0] mult_result);
	always @(*)
	begin
   if(mult)
	begin
		mult_result = mult_op1 * mult_op2;
	end
	end
endmodule
==> flow/run.sh <==
#!/bin/bash
# OpenROAD 26Q1-2900-gdf79404cd8, Yosys 0.63+post, stock flow scripts
make -C /OpenROAD-flow-scripts/flow DESIGN_CONFIG=/design/flow/config.mk WORK_HOME=/design/flow/orfs finish
==> flow/config.mk <==
export PLATFORM = sky130hd
export DESIGN_NAME = ALU
export DESIGN_NICKNAME = ALU
export VERILOG_FILES = /design/flow/design.v
export SDC_FILE = /design/flow/constraint.sdc
export NUM_CORES = 4
export LEC_CHECK = 1
export CORE_UTILIZATION = 40
==> flow/constraint.sdc <==
current_design ALU

set clk_period 14.9
set clk_io_pct 0.2

create_clock -name clk0 -period $clk_period

set non_clock_inputs [all_inputs -no_clocks]
set_input_delay [expr $clk_period * $clk_io_pct] -clock clk0 $non_clock_inputs
set_output_delay [expr $clk_period * $clk_io_pct] -clock clk0 [all_outputs]
==> flow_summary.yaml <==
# implementation run metrics
status:
  status: "finished, final reports clean"
critical_path:
  start_kind: "input port"
  cp.depth: 16
  cp_cell_sequence: "clkdlybuf4s50_1 -> buf_4 -> or3b_1 -> nor2_1 -> mux2_2 -> a221oi_1 -> o221ai_1 -> a2111oi_0 -> a2111o_1 -> a21oi_1 -> o21a_1 -> or4bb_1 -> nor4b_2 -> nand4bb_1 -> nor3_2 -> clkdlybuf4s50_1"
  arrival_ns: 9.89
  endpoint: "Zero"
  crit_required_ns: 11.92
  path_max_fanout: 24
  slowest_stage: "nor2_1"
  path_class: "input port to output pin"
  cp-end-kind: "output pin"
  setup.worst_path.start: "ALUctr[2]"
  worst-path-buf-inv: 3
  slowest_delay_ns: 0.86
  crit_family: "simple AND/OR/NAND/NOR gates"
  path_common_cell: "clkdlybuf4s50_1"
logic_synthesis:
  syn-instance-count: 2735
  syn_area_mm2: 0.0181
  ys_chip_area_mm2: 0.0181
  ys_seq_share_pct: 0
  yosysWarnings: 3
  ys_cells: 2735
  synth_cell_types: 97
  syn_area_per_cell_um2: 6.60
sta:
  period_used_pct: 86.4
  worstMarginPinSlew_ns: 1.29
  hold_viol: 0
  rsz0062_at_grt: "false"
  tns_ns: 0
  slew_viol_final: 0
  slew_headroom_pct: 13.1
  setup_viol: 0
  max_freq_ghz: 0.0777
  fin_crit_ns: 12.87
worst_hold_path:
  hold-path-cell-count: 6
  hold_class: "input port to output pin"
floorplanning:
  coreArea_mm2: 0.0444
  pin_count: 206
  die_x_um: 214
  fp-utilization_pct: 40.7
  die-area_mm2: 0.0460
  rows: 77
  die_h_um: 214
global_route:
  grt_pass1_wl_um: 178000
  grt_usage_pct: 55.8
  grt_max_degree: 66
  overflow: 0
  grt_pass1_vias: 22700
  antenna_found_initial: 17
drt:
  vias_per_cell: 7.68
  via_count: 25700
  wire_per_inst_um: 39.2
  drc: 0
  drtIter0Drc: 4903
  drt-total-wl_um: 131000
  dr.pass1.iters: 12
  ant_nets: 0
power:
  power_density_mw_per_mm2: 41.3
  p_int_uw: 271
  switching_power_uw: 549
  swShare_pct: 67.0
  power_leakage_nw: 7.67
  irDropWorstVdd_mv: 0.0351
run:
  warnings: 97
  drv_cap: 0
place:
  port_buffers: 141
  routabilityCongestion: 1.20
  hpwl_um: 98500
  postPlaceCellArea_mm2: 0.0198
final_layout:
  final_cell_mix: "282 x nor2_1, 251 x nand2_1, 239 x a21oi_1, 193 x o21ai_0, 134 x buf_4"
  drive_gt1_share_pct: 11.1
  syn2layout_area_growth_pct: 9.90
  ff_count: 0
  lay_top_count: "nor2_1"
  ff_latch_area_um2: 0
  nClkBuffers: 0
  final_cell_area_mm2: 0.0198
clock_network:
  cts_hold_buf: 0
  cts-resized-gates: 0
  postCtsSetupBuffers: 0
[Yosys cell counts, types with 51 or more instances]
cell | n | area share, %
nand2_1 | 251 | 5.2
a211oi_1 | 71 | 3.0
ha_1 | 97 | 6.7
o21ai_0 | 193 | 5.3
mux2i_1 | 111 | 6.2
nand3_1 | 72 | 2.0
a221oi_1 | 51 | 2.5
mux4_2 | 62 | 7.7
mux2_2 | 54 | 3.4
buf_4 | 73 | 3.0
nor2_1 | 283 | 5.9
inv_1 | 97 | 2.0
clkbuf_1 | 181 | 3.8
a21oi_1 | 239 | 6.6
nor3_1 | 79 | 2.2
[per-stage QoR]
| stage | util [%] | hold slack, ns | power [mW] | setup WS (ns) | instances |
|---|---|---|---|---|---|
| 5_1_grt | 44.6 | 7.35 | 0.831 | 1.96 | 3335 |
| 3_3_place_gp | 44.6 | 7.26 | 0.754 | 2.42 | 3329 |
| 3_5_place_dp | 44.6 | 7.27 | 0.759 | 2.38 | 3329 |
| 4_1_cts | 44.6 | 7.27 | 0.762 | 2.38 | 3329 |
| 2_1_floorplan | - | 5.97 | 0.452 | 3.92 | 2798 |
| 6_report | 44.7 | 7.30 | 0.820 | 2.03 | 3341 |
[routing by layer]
layer,global-route usage [%],routed length [um],up-vias
met4,42.7,13800,16
met1,67.5,46300,11900
met5,3.85,238,-
li1,-,-,10300
met3,30.9,22300,783
met2,72.3,48300,2623
[worst min path at each step]
stage | startpoint | end | slack (ns)
after CTS | ALUctr[0] | Result[27] | 7.27
after global routing | ALUctr[0] | Result[27] | 7.35
final | ALUctr[0] | Result[27] | 7.30
[final cells by class]
class,count,area (um^2)
inverters,101,379
repair buffers,272,2360
well taps,592,741
fillers,4490,24600
multi-input cells,2364,16300
diodes,12,30.0
[cell families (layout without fill, tap and decap cells)]
logic type,Yosys count,in the layout,share of synthesized area (%)
AND/OR/NAND/NOR,889,889,23.1
adder cells (fa/ha/maj),99,99,6.94
buffers and inverters,434,373,11.0
AND-OR/OR-AND,1004,1004,37.7
XOR/XNOR,81,81,3.93
multiplexers,227,227,17.3
other,1,76,0.0208
No activity file was given, so power comes from the tool's default toggle rates.
